==> flow/run.sh <==
#!/bin/bash
# OpenROAD 26Q1-2900-gdf79404cd8, Yosys 0.63+post, stock flow scripts
make -C /OpenROAD-flow-scripts/flow DESIGN_CONFIG=/design/flow/config.mk WORK_HOME=/design/flow/orfs finish
==> flow/config.mk <==
export PLATFORM = sky130hd
export DESIGN_NAME = insertion_sorter
export DESIGN_NICKNAME = insertion_sorter
export VERILOG_FILES = /design/flow/design.v
export SDC_FILE = /design/flow/constraint.sdc
export NUM_CORES = 4
export LEC_CHECK = 1
export CORE_UTILIZATION = 50
==> flow/constraint.sdc <==
current_design insertion_sorter

set clk_period 6.7
set clk_io_pct 0.2

create_clock -name clk0 -period $clk_period [get_ports {clk}]

set non_clock_inputs [all_inputs -no_clocks]
set_input_delay [expr $clk_period * $clk_io_pct] -clock clk0 $non_clock_inputs
set_output_delay [expr $clk_period * $clk_io_pct] -clock clk0 [all_outputs]
==> flow/design.v <==
module insertion_sorter (
    input wire clk,
    input wire reset,
    input wire start,
    input wire [7:0] data_in_0, data_in_1, data_in_2, data_in_3,
    output reg done,
    output reg [7:0] data_out_0, data_out_1, data_out_2, data_out_3,
	inout reg [2:0] state
);
parameter [2:0] 
    IDLE = 3'b000,
    LOAD = 3'b001,
    SORT_OUTER = 3'b010,
    SORT_INNER = 3'b011,
    DONE = 3'b100;
reg [7:0] array [0:3];
reg [7:0] key;
reg [1:0] i, j;
always @(posedge clk or posedge reset) begin
    if (reset) begin
        state <= IDLE;
        done <= 1'b0;
        array[0] <= 8'b0;
        array[1] <= 8'b0;
        array[2] <= 8'b0;
        array[3] <= 8'b0;
        data_out_0 <= 8'b0;
        data_out_1 <= 8'b0;
        data_out_2 <= 8'b0;
        data_out_3 <= 8'b0;
    end
    else begin
        case (state)
            IDLE: begin
                if (start) begin
                    state <= LOAD;
                    done <= 1'b0;
                end
            end
            LOAD: begin
                array[0] <= data_in_0;
                array[1] <= data_in_1;
                array[2] <= data_in_2;
                array[3] <= data_in_3;
                i <= 2'b01;  
                state <= SORT_OUTER;
            end
            SORT_OUTER: begin
                if (i != 2'b11) begin  
                    key <= array[i];
                    j <= i - 1'b1;
                    state <= SORT_INNER;
                end
                else begin
                    key <= array[3];
                    j <= 2'b10;  
                    state <= SORT_INNER;
                end
            end
            SORT_INNER: begin
                if (j != 2'b11 && array[j] > key) begin  
                    array[j + 1'b1] <= array[j];
                    j <= j - 1'b1;
                end
                else begin
                    array[j + 1'b1] <= key;
                    if (i == 2'b11) begin  
                        state <= DONE;
                    end
                    else begin
                        i <= i + 1'b1;
                        state <= SORT_OUTER;
                    end
                end
            end
            DONE: begin
                data_out_0 <= array[0];
                data_out_1 <= array[1];
                data_out_2 <= array[2];
                data_out_3 <= array[3];
                done <= 1'b1;
                state <= IDLE;
            end
            default: state <= IDLE;
        endcase
    end
end
endmodule
==> out/results.ini <==
[cts]
cts_sinks=80
root_buffer=clkbuf_8
cts_buffers=9
cts_max_level=3
cts-resized-gates=0
cts_buffer_depth=2
cts_setup_buffers=0
ctsHoldBuffers=0

[yosys]
synth_area_per_cell_um2=10.35
ys_seq_share=0.4992
postSynthCellCount=399
yosysCellCount=399
numSynthFlops=80
syn_area_um2=4130
yosys_area_um2=4130
yosys_warnings=2
ys_types=35

[place]
place.gp.congestion=0.9182
port_buffers=67
hpwl_um=8337
dpl_cell_area_um2=4866

[die]
rows=32
ios=71
die_w_um=92.89
fp_util=0.5263
die_y_um=92.89

[outcome]
lastStage=clock tree synthesis
status=stopped before the end
stop_error=[error] [KeplerFormal.cpp:679] Workflow failed: Iso has multiple drivers: .state0, state[0]$_DFFE_PP0P_.Q0

per-stage QoR:
| stage | setup WS [ps] | hold slack [ps] | power, uW | std cells | util |
|---|---|---|---|---|---|
| after floorplan | 3648 | 425.9 | 1900 | 399 | - |
| after global placement | 3367 | 457.7 | 2448 | 548 | 0.6201 |
| after detailed placement | 3292 | 469.2 | 2465 | 548 | 0.6201 |
cells by family after synthesis:
kind of cell / after synthesis / synth area share
AOI/OAI and AO/OA: 126 / 0.2072
buffers and inverters: 43 / 0.04241
adders and majority gates: 19 / 0.05756
DFF: 80 / 0.4992
muxes: 33 / 0.08967
and+or+nand+nor: 98 / 0.1039
cells in the mapped netlist:
cell        n  share of area
ha_1       19          0.058
o2111ai_1   1         0.0021
a31oi_1    33          0.050
a22oi_1     8          0.015
or4_4       1         0.0027
or3_1       1         0.0015
clkbuf_1   20          0.018
o21ai_1     1         0.0012
o21ai_0    10          0.012
nand4_1     8          0.012
or2_1       1         0.0015
dfrtp_1    68           0.41
nand2b_1    2         0.0030
a211oi_1   34          0.062
a222oi_1    8          0.019
and3b_1     1         0.0021
buf_6       1         0.0027
nand3_1     1         0.0012
nand3b_1    1         0.0018
inv_1      16          0.015
nor2_1     61          0.055
buf_1       1        0.00091
a311oi_1    1         0.0021
mux2_2     32          0.087
o211ai_1    9          0.016
nor3_1      1         0.0012
buf_2       5         0.0061
a21oi_1    19          0.023
and2_1      3         0.0045
mux2i_1     1         0.0024
o2111a_1    1         0.0027
a21o_1      1         0.0018
edfxtp_1   12          0.087
nand2_1    16          0.015
and4_1      1         0.0021
No activity file was given, so power comes from the tool's default toggle rates.
