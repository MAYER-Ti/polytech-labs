## ./design.v

```verilog
`resetall
`timescale 1ns/10ps
module Control( 
   clk, 
   d, 
   reset, 
   start, 
   stop, 
   zero, 
   beep, 
   clear, 
   hold, 
   load
);
input        clk;
input  [9:0] d;
input        reset;
input        start;
input        stop;
input        zero;
output       beep;
output       clear;
output       hold;
output       load;
wire clk;
wire [9:0] d;
wire reset;
wire start;
wire stop;
wire zero;
reg beep;
reg clear;
reg hold;
reg load;
reg beep_int;
parameter ZEROS = 10'b0;
parameter 
          load_u    = 4'd0,
          load_t    = 4'd1,
          getkey    = 4'd2,
          flush     = 4'd3,
          standby   = 4'd4,
          alarm     = 4'd5,
          counting  = 4'd6,
          end_count = 4'd7,
          suspended = 4'd8;
reg [3:0] current_state, next_state;
always @(
   current_state or 
   d or 
   start or 
   stop or 
   zero
)
begin : next_state_block_proc
   case (current_state) 
      load_u: begin
         next_state = load_t;
      end
      load_t: begin
         if (d!=ZEROS)
            next_state = getkey;
         else
            next_state = load_t;
      end
      getkey: begin
         if (start)
            next_state = standby;
         else if (d!=ZEROS)
            next_state = load_u;
         else if (stop)
            next_state = flush;
         else
            next_state = getkey;
      end
      flush: begin
         if (d!=ZEROS)
            next_state = load_u;
         else
            next_state = flush;
      end
      standby: begin
         if (zero)
            next_state = alarm;
         else if (start)
            next_state = counting;
         else
            next_state = standby;
      end
      alarm: begin
         if (stop)
            next_state = end_count;
         else
            next_state = alarm;
      end
      counting: begin
         if (zero)
            next_state = alarm;
         else if (stop)
            next_state = suspended;
         else
            next_state = counting;
      end
      end_count: begin
         if (stop)
            next_state = flush;
         else
            next_state = end_count;
      end
      suspended: begin
         if (~stop)
            next_state = counting;
         else
            next_state = suspended;
      end
      default: 
         next_state = flush;
   endcase
end  
always @(
   current_state
)
begin : output_block_proc
   beep_int = 0;
   clear = 0;
   hold = 0;
   load = 0;
   case (current_state) 
      load_u: begin
         hold = 1;
         clear = 0;
         load = 1;
      end
      load_t: begin
         hold = 1;
         clear = 0;
         load = 0;
      end
      getkey: begin
         hold = 1;
         clear = 0;
         load = 0;
      end
      standby: begin
         hold = 1;
         clear = 1;
         load = 0 ;
      end
      alarm: begin
         hold = 1;
         clear = 1;
         load = 0;
         beep_int = 1;
      end
      counting: begin
         hold = 0;
         clear = 0;
         load = 0;
      end
      end_count: begin
         hold = 1;
         clear = 1;
         load = 0;
      end
      suspended: begin
         hold = 1;
         clear = 0;
         load = 0;
      end
      default: begin
      end
   endcase
end  
always @(
   negedge clk or 
   posedge reset
) 
begin : clocked_block_proc
   if (reset) begin
      current_state <= flush;
      beep <= 0;
   end
   else 
   begin
      current_state <= next_state;
      beep <= beep_int;
   end
end  
endmodule  
```

## ./run.sh

```bash
#!/bin/bash
# OpenROAD 26Q1-2900-gdf79404cd8, Yosys 0.63+post, stock flow scripts
make -C /OpenROAD-flow-scripts/flow DESIGN_CONFIG=/design/flow/config.mk WORK_HOME=/design/flow/orfs finish
```

## ./config.mk

```make
export PLATFORM = sky130hd
export DESIGN_NAME = Control
export DESIGN_NICKNAME = Control
export VERILOG_FILES = /design/flow/design.v
export SDC_FILE = /design/flow/constraint.sdc
export NUM_CORES = 4
export LEC_CHECK = 1
export CORE_AREA = 10 10 70 70
export DIE_AREA = 0 0 80 80
```

## ./constraint.sdc

```tcl
current_design Control

set clk_period 1.8
set clk_io_pct 0.2

create_clock -name clk0 -period $clk_period [get_ports {clk}]

set non_clock_inputs [all_inputs -no_clocks]
set_input_delay [expr $clk_period * $clk_io_pct] -clock clk0 $non_clock_inputs
set_output_delay [expr $clk_period * $clk_io_pct] -clock clk0 [all_outputs]
```

==> changes_impl.md <==
### Metrics

* Chip Width at 80 um
* CP Data Arrival Time at 2.13 ns
* Setup CP Type: flip-flop to output pin
* Worst reg2reg path startpoint: current_state[1]$_DFF_NP1_
* Initial antenna violation count at 0
* Crit-path cells: buf_6 > a211o_1 > o21ai_1 > buf_2
* GRT Util Overall at 4.555%
* Endpoints failing setup at 6
* Leak at 0.4048 nW
* Final ANT Viol Nets at 0
* Number of enable flip-flop cells at 0
* Die area at 0.006400 mm2
* Worst-Margin Slew at 0.4029 ns
* Max layer used: met4
* R2R Path End: current_state[1]$_DFF_NP1_
* Synth top cells by count: 5 x inv_1, 5 x nor2_1, 4 x o21ai_0
* DRC Markers at 0
* MaxCap Viol Count at 0
* Peak VDD IR at 0.0003593 V
* Total power at 1.115 mW
* Crit path largest cell delay at 0.38 ns
* RSZ-0062 raised after global routing: yes
* Slowest CP cell: dfrtn_1
* WP data required at 1.44 ns
* Area delta synth->final at 112.6%
* Vias in the first global route at 574
* Ys cells at 53
* CTS HTree Levels at 1
* Worst hold start: current_state[2]$_DFF_NP0_
* First-pass GRT wire length at 2428 um
* Worst path buffer plus inverter count at 2
* Die Span Y at 80 um
* #FFs+latches synth at 5
* Clock Latency Late Sink at 0.30 ns
* Wl on met1 at 722 um
* Clk buf depth at 2
* Final GP Congestion at 0.8310
* Yosys warnings at 1
* IO Port Bufs at 18
* Syn_area_per_cell at 7.885 um2
* Worst setup margin at -0.6941 ns
* Status: finished with violations
* Hpwl dp at 1036 um
* Diode count at 0
* Post-synthesis instance area at 417.9 um2
* Synth top area share at 17.96%
* Total CTS buffers at 3
* Core region area at 0.003416 mm2
* Worst Hold Path EP: current_state[0]$_DFF_NP1_
* Crit path launch: current_state[2]$_DFF_NP0_
* I/O Pins at 19
* Layout cells sized above 1 at 56.67%
* Num Clock Sinks at 5
* Synth area leader: dfrtn_1
* Clock root buffer: clkbuf_4
* Syn Inst Count at 53
* Unique cell types at 25
* GRT overflow at 0
* Critical path startpoint category: flip-flop
* DR iter-0 viols at 47
* Met3 WL at 177 um
* PwrDens at 1255 mW/mm2
* Largest net degree at the start of global routing at 14
* Clock Skew at 0.04514 ns
* Met2 Wirelength at 599 um
* Critical Path End Type: output pin
* Pre-CTS WS at -0.9181 ns
* Reg2Reg Depth at 6
* Cell Rows at 21
* Clk slew on worst S/H paths at 0.04 ns
* Ys flop type: dfrtn_1
* OpenROAD warnings at 30
* Failing checks: setup timing
* Hold Path Class: flip-flop to flip-flop
* Hold Path Depth at 2
* Via count at 570
* Top cells, area: dfrtn_1 18%, dfstp_2 13%, o41ai_1 6.3%, o21ai_0 4.8%, inv_1 4.5%
* Worst slew margin at 73.08%
* FP Core Util at 12.23%
* Final Hold Viols at 0
* DR WL/cell at 11.22 um
* Final Slew Violations at 0
* YS chip area at 417.9 um2
* Largest delay share family, worst path: flip-flops
* Fin Setup TNS at -2.431 ns
* Flop2flop setup slack at 0.13 ns
* Register share after synthesis at 30.54%
* Critical path peak fanout at 4
* First-pass DRT Iterations at 4
* Final wirelength at 1526 um
* # hold bufs at CTS at 0
* Ys async rst share at 100.0%
* Via density at 4.191
* CTS tree: built
==> worst max-delay path by stage <==
stage                 slack, ns  cells past startpoint    to
after global routing      -0.74                      3  hold
after CTS                 -0.69                      4  hold
final                     -0.69                      4  hold
==> cell type report <==
cell class	instances	area [um2]
inverter	4	17.52
timing repair buffer	37	302.8
clock buffer	4	26.28
multi-input combinational	38	349.1
clock inverter	2	7.507
fill	362	2527
tap	46	57.56
sequential	5	127.6
==> power by group <==
part / leakage, nW / switching [mW] / internal (mW)
combinational: 0.318 / 0.321 / 0.431
sequential: 0.0611 / 0.0398 / 0.174
clock: 0.0256 / 0.0593 / 0.0901
==> stage by stage <==
| step | util [%] | instance area, um2 | hold slack (ns) | instances |
|---|---|---|---|---|
| after global placement | 20.95 | 715.7 | 0.5780 | 120 |
| after floorplan | - | 461.7 | 0.5016 | 53 |
| final | 26.01 | 888.4 | 0.7307 | 136 |
| after detailed placement | 20.95 | 715.7 | 0.5946 | 120 |
| after global routing | 26.01 | 888.4 | 0.7395 | 136 |
| after CTS | 24.95 | 852.1 | 0.6891 | 134 |
==> placed cells by master (no fill, tap or decap) <==
cell type,count
buf_4,15
buf_2,8
buf_6,7
nor2_1,5
o21ai_1,4
inv_1,4
o41ai_2,3
dfrtn_1,3
clkbuf_4,3
dlygate4sd2_1,3
nor2b_4,2
a21oi_1,2
a31oi_1,2
nor4_4,2
a21boi_2,2
dfstp_2,2
clkdlybuf4s15_1,2
inv_2,1
nor4b_2,1
nor4b_1,1
o22ai_1,1
nand3_2,1
nor3b_1,1
o32ai_1,1
xor2_1,1
nor2b_1,1
o22a_1,1
inv_4,1
nand3_1,1
nor4bb_2,1
a311o_1,1
o211a_1,1
a211o_1,1
nand2_1,1
nor4_2,1
clkbuf_1,1
clkdlybuf4s50_1,1
buf_8,1
==> timing repair <==
item	4_1_cts	5_1_grt
buffers inserted	9	2
resized	74	8
endpoints found under the setup margin	8	7
gates cloned	0	0
pin swaps	15	6
==> flip-flops by register name (all words and copies together) (netlist names) <==
| name | count |
|---|---|
| current_state | 4 |
| beep | 1 |
==> kinds of logic after synthesis <==
| family | share of synthesized area [%] |
|---|---|
| AND/OR/NAND/NOR | 25.15 |
| buffers and inverters | 9.581 |
| AND-OR/OR-AND | 32.64 |
| flip-flops | 30.54 |
| XOR/XNOR | 2.096 |
==> metal layers <==
layer  global-route usage, %  up-vias
met5                       0        -
met3                   2.727        2
met2                   6.019       30
met1                   6.044      263
li1                        -      275
met4                   1.232        0
==> worst reg2reg max path: stages (launching register included) <==
cell	delay [ns]
dfstp_2	0.56
buf_4	0.13
buf_4	0.18
nor4bb_2	0.39
o21ai_1	0.13
o41ai_2	0.07
a311o_1	0.15
Power is estimated from default activity; no workload was simulated.
